==> design/flow/design.v <==
module branch_comparator #(
    parameter WIDTH = 32     
)(
    input  wire [WIDTH-1:0] rs1_data,      
    input  wire [WIDTH-1:0] rs2_data,      
    input  wire [2:0] branch_type,         
    output wire branch_taken               
);
    localparam BEQ  = 3'b000;     
    localparam BNE  = 3'b001;     
    localparam BLT  = 3'b100;     
    localparam BGE  = 3'b101;     
    localparam BLTU = 3'b110;     
    localparam BGEU = 3'b111;     
    wire equal = (rs1_data == rs2_data);
    wire less_than = $signed(rs1_data) < $signed(rs2_data);
    wire less_than_unsigned = rs1_data < rs2_data;
    reg result;
    always @(*) begin
        case(branch_type)
            BEQ:  result = equal;
            BNE:  result = !equal;
            BLT:  result = less_than;
            BGE:  result = !less_than;
            BLTU: result = less_than_unsigned;
            BGEU: result = !less_than_unsigned;
            default: result = 1'b0;
        endcase
    end
    assign branch_taken = result;
endmodule
==> design/flow/run.sh <==
#!/bin/bash
# OpenROAD 26Q1-2900-gdf79404cd8, Yosys 0.63+post, stock flow scripts
make -C /OpenROAD-flow-scripts/flow DESIGN_CONFIG=/design/flow/config.mk WORK_HOME=/design/flow/orfs finish
==> design/flow/config.mk <==
export PLATFORM = sky130hd
export DESIGN_NAME = branch_comparator
export DESIGN_NICKNAME = branch_comparator
export VERILOG_FILES = /design/flow/design.v
export SDC_FILE = /design/flow/constraint.sdc
export NUM_CORES = 4
export LEC_CHECK = 1
export CORE_AREA = 10 10 97 97
export DIE_AREA = 0 0 107 107
==> design/flow/constraint.sdc <==
current_design branch_comparator

set clk_period 4.1
set clk_io_pct 0.2

create_clock -name clk0 -period $clk_period

set non_clock_inputs [all_inputs -no_clocks]
set_input_delay [expr $clk_period * $clk_io_pct] -clock clk0 $non_clock_inputs
set_output_delay [expr $clk_period * $clk_io_pct] -clock clk0 [all_outputs]
==> impl_metrics.csv <==
group,metric,value,unit
outcome,status,"completed",
placement,finalWeightedCongestion,0.730,
synthesis,yosysSeqAreaShare,0,%
synthesis,synth_area_per_cell,7.20,sq um
hold_path,worstHoldStart,"branch_type[2]",
job,openroad.warnings,32,
final_layout,fillers,803,
placement,buffer_ports.inserted,68,
synthesis,yosys-top-cells-area,"sky130_fd_sc_hd__ha_1 46%, sky130_fd_sc_hd__inv_1 14%, sky130_fd_sc_hd__a21oi_1 6.9%",
grt,global_routing_usage_summed_across_all_routing_layers,5.30,%
sta,worst_hold_slack,2.49,ns
floorplan,fp.dieH,107,microns
final_layout,flow.area_growth_from_synthesis,112,%
final_layout,numSequentialCells,0,
sta,final-hold-violation-count,0,
hold_path,hold_path_end,"branch_taken",
sta,timing_worst_slew_pin_value,0.383,ns
power_and_ir_drop,irDropWorstVdd,33.5,uV
setup_path,setup.worst_path.class,"in -> out",
synthesis,ys_warn_count,1,
job,cap_violations,0,
floorplan,num_io_pins,68,
grt,grt_first_pass_wirelength,5080,microns
sta,layout_min_cycle_time,4.03,ns
grt,initial_antenna_violation_count,0,
setup_path,critical_path_required,3.28,ns
placement,place_area,0.00173,sq mm
synthesis,mappedNetlistArea,865,sq um
grt,pin_count_of_the_biggest_net_entering_global_routing,4,
placement,dp.final_hpwl,3110,microns
floorplan,fp.dieArea,0.0114,sq mm
synthesis,ys_cells,120,
setup_path,cpMaxStageDelayCell,"sky130_fd_sc_hd__or4_1",
route,antenna_violating_nets_post_route,0,
route,drc_errors,0,
final_layout,most_used_logic_cell_in_the_final_layout,"sky130_fd_sc_hd__clkdlybuf4s50_1",
synthesis,top_area_share,46.3,%
final_layout,final_layout_top_logic_cells,"67 x sky130_fd_sc_hd__clkdlybuf4s50_1, 32 x sky130_fd_sc_hd__inv_1, 26 x sky130_fd_sc_hd__ha_1",
power_and_ir_drop,total_power,0.166,mW
hold_path,min-delay-path-class,"in -> out",
sta,min_period_over_period,98.3,%
synthesis,synth.distinct_cells,25,
clock_tree,cts_hold_buf,0,
grt,overflow,0,
setup_path,critPathLaunchType,"input pin",
synthesis,yosys.area.top_type,"sky130_fd_sc_hd__ha_1",
sta,report.final.slew_viol_count,0,
setup_path,cp_cell_sequence,"clkdlybuf4s50_1 > inv_1 > ha_1 > a21oi_1 > o21ai_1 > a221oi_2 > o22ai_2 > or4_1 > a31o_1 > dlygate4sd2_1",
route,postRouteWirelength,3200,microns
final_layout,layout.clock_buffers,0,
hold_path,hold_path_depth,3,
final_layout,drive_gt1_share,13.3,%
setup_path,cp_data_arrival_time,3.21,ns
power_and_ir_drop,leakage,0.838,nW
final_layout,ff_latch_area,0,sq um
power_and_ir_drop,power_per_cell_area,90.4,mW/mm^2
floorplan,core,0.00729,sq mm
floorplan,standard_cell_rows,31,
setup_path,critical_path.max_fanout,2,
floorplan,die_w,107,microns
final_layout,area.combinational,845,sq um
route,drtIter0Drc,10,
synthesis,yosys.stat.chipArea,865,sq um
floorplan,floorplan.core_util,11.9,%
final_layout,final_cell_area,0.00183,sq mm
setup_path,critical_path.endpoint_type,"output pin",
setup_path,critical-path-max-stage-delay,0.51,ns
sta,max_freq,248,MHz
route,detail_route.vias_per_cell,3.60,
route,num_vias,1061,
sta,finalSetupViolCount,0,
sta,max_slew_margin,74.4,%
route,n_antenna_cell,0,
grt,first_global_vias,1134,
synthesis,syn-instance-count,120,
route,routedWlPerCell,10.9,microns
route,count_of_tritonroute_iterations_in_the_first_routing_pass,3,
cell type report:
type	instances	area share [%]
Tap cell	99	6.76
Timing Repair Buffer	76	40.4
Multi-Input combinational cell	87	46.1
Inverter	33	6.76
critical path: cells and delay by family:
kind | cells | cell delay (ns)
AOI/OAI and AO/OA | 5 | 0.87
buffers and inverters | 3 | 0.74
and+or+nand+nor | 1 | 0.51
adders and majority gates | 1 | 0.28
through the flow:
| stage | setup TNS, ns | cells | util (%) | setup slack (ns) |
|---|---|---|---|---|
| global placement | -0.234 | 295 | 23.7 | -0.234 |
| finish | 0 | 295 | 25.1 | 0.0679 |
| CTS | 0 | 295 | 24.2 | 0.0170 |
| floorplan | 0 | 120 | - | 0.888 |
| detailed placement | -0.259 | 295 | 23.7 | -0.259 |
| global route | -0.00206 | 295 | 25.1 | -0.00206 |
logic make-up (layout without fill, tap and decap cells):
kind of cell | count (synthesis) | count (layout) | synth area share [%]
AND-OR/OR-AND | 24 | 24 | 18.7
AND/OR/NAND/NOR | 29 | 29 | 18.7
buffers and inverters | 33 | 109 | 14.3
XOR/XNOR | 2 | 2 | 2.03
adder cells (fa/ha/maj) | 32 | 32 | 46.3
report_power, final:
group          internal (mW)  switching, mW  total [mW]
Combinational          0.107         0.0585       0.166
Sequential                 0              0           0
Clock                      0              0           0
cells in the mapped netlist (all sizes together):
cell type	number
xnor2	1
o211ai	1
nand2	8
inv	33
a31o	1
nor2b	1
or4	1
ha	32
nor3b	1
and4	2
a221oi	2
xor2	1
a221o	1
nor3	2
or4b	1
nor2	2
o21ai	3
o31ai	1
nand4	6
o22ai	1
a21o	1
a21oi	13
nand3	5
worst max path at each step:
stage / slack, ns / endpoint / cells after the start / from
4_1_cts: 0.02 / branch_taken / 10 / rs2_data[21]
5_1_grt: -0.002 / branch_taken / 10 / rs2_data[27]
6_report: 0.07 / branch_taken / 10 / rs2_data[11]
per-layer routing:
metal,GRT usage (%),wire length [microns],up-vias
met5,0,0,-
met3,1.76,256,0
li1,-,-,575
met4,0,0,0
met1,7.04,1600,447
met2,8.65,1350,39
what timing repair did:
item	in CTS	in global routing
endpoints found under the setup margin	1	1
gates cloned	0	0
pin swaps	5	9
setup buffers	0	0
resized	6	9
Power is estimated from default activity; no workload was simulated.
