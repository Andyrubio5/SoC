[flow/run.sh]
#!/bin/bash
# OpenROAD 26Q1-2900-gdf79404cd8, Yosys 0.63+post, stock flow scripts
make -C /OpenROAD-flow-scripts/flow DESIGN_CONFIG=/design/flow/config.mk WORK_HOME=/design/flow/orfs finish
[flow/config.mk]
export PLATFORM = sky130hd
export DESIGN_NAME = program_counter
export DESIGN_NICKNAME = program_counter
export VERILOG_FILES = /design/flow/design.v
export SDC_FILE = /design/flow/constraint.sdc
export NUM_CORES = 4
export LEC_CHECK = 1
export CORE_AREA = 10 10 106 106
export DIE_AREA = 0 0 116 116
[flow/constraint.sdc]
current_design program_counter

set clk_period 1.0
set clk_io_pct 0.2

create_clock -name clk0 -period $clk_period [get_ports {clk}]

set non_clock_inputs [all_inputs -no_clocks]
set_input_delay [expr $clk_period * $clk_io_pct] -clock clk0 $non_clock_inputs
set_output_delay [expr $clk_period * $clk_io_pct] -clock clk0 [all_outputs]
[flow/design.v]
module program_counter #(parameter N =32)(
    input clk,
    input reset,   
    input [N-1:0] pc_next,
    output reg [N-1:0] pc
);
always @(posedge clk or posedge reset) begin
    if (reset) pc <= 32'b0;
    else pc <= pc_next;
end
endmodule 
==> impl_metrics.tcl <==
# place-and-route summary
set metrics [dict create \
    ys_warn_count 1 \
    wl_per_cell_um 12.8 \
    hold_viol 0 \
    grt_usage_pct 3.83 \
    place_inst 207 \
    design_area_sq_um 1540 \
    drive_gt1_share_pct 36.4 \
    vias 551 \
    combGateArea_sq_um 0 \
    crit_path_end_kind "output port" \
    cp.required_ns 0.80 \
    grt_max_degree 33 \
    setup_viol 0 \
    clkTransAtPathRegs_ns 0.06 \
    crit_path_start_kind "flop" \
    tightest_slew_ns 0.178 \
    fin_util_pct 17.4 \
    pre_cts_slack_ns -0.0216 \
    top_register "pc" \
    ys_seq_share_pct 99.5 \
    drc 0 \
    top_level_ports 66 \
    cp_slowest_cell "dfrtp_1" \
    grt_pass1_wl_um 3870 \
    topCellsByArea "dfrtp_1 100%, inv_1 0.47%" \
    worstHoldPathType "input pin to async pin" \
    wl_um 2750 \
    core_area_sq_um 8850 \
    cp.depth 1 \
    total_power_mw 2.58 \
    worst_slack_ns 0.0285 \
    max_stage_delay_ns 0.38 \
    status "finished, final reports clean" \
    cts_resized 105 \
    most-common-layout-cells "33 x clkdlybuf4s50_1, 32 x buf_2, 32 x dfrtp_1" \
    ys_cells 33 \
    drv_slew 0 \
    die_w_um 116 \
    htreeDepth 2 \
    ys.flops 32 \
    num-multi-input-gates 0 \
    first_iter_violations 5 \
    rsz0062_at_grt "no" \
    chip_area_sq_um 13500 \
    synth_cell_types 2 \
    cts_buffers 5 \
    irDropWorstVdd_mv 0.510 \
    yosys.area.top_type "dfrtp_1" \
    fmaxAchievable_ghz 1.03 \
    yosysTopAreaCellShare_pct 99.5 \
    io_buffers 65 \
    clock_path_buffers 2 \
    cap_violations 0 \
    synth_cells 33 \
    path_class "flop to output port" \
    areaGrowthSynthToFinish_pct 91.4 \
    gr-total-overflow 0 \
    arrival_ns 0.77 \
    firstDrtPassIters 2 \
    hold_buffers 0 \
    dp_hpwl_um 2340 \
    post_dp_cell_area_sq_um 1610 \
    fp_util_pct 9.09 \
    fp-row-count 34 \
    p_per_area_nw_per_um2 1680 \
    crit_buf_inv 1 \
    grt_pass1_vias 642 \
    path_cells "buf_2" \
    synth.cell_area_sq_um 805 \
    warnings 25 \
    layout.cells.most_common "clkdlybuf4s50_1" \
    synth_chip_area_sq_um 805 \
    cp_top_family "flip-flops" \
    die_h_um 116 \
    fin_hold_ws_ns 0.269 \
    instances_no_fill 215 \
    postRouteAntennaNets 0 \
    fin_setup_tns_ns 0 \
    vias_per_cell 2.56 \
    fin_crit_sh_pct 97.2 \
    syn_avg_cell_area_sq_um 24.4 \
    antenna_cells 0 \
    reg.largest.list "pc: 32 flops" \
    period_needed_ns 0.972 \
    postCtsSetupBuffers 0 \
    slew-limit-headroom_pct 88.1 \
    clock_sinks 32 \
    cts_tree "built" \
    leakage_nw 0.688 \
    worstPathMaxFanout 1 \
    cts_root_buffer "clkbuf_8" \
    endpoint "pc[7]" \
    antenna_found_initial 0 \
    largest_register_ffs 32 \
    place.gp.congestion 0.651 \
    cp-startpoint "pc[7]" \
]
[layout make-up]
| type | instances | area (sq um) |
|---|---|---|
| clock buffer | 8 | 90.1 |
| timing repair buffer | 66 | 510 |
| inverter | 1 | 3.75 |
| sequential | 32 | 801 |
| tap | 108 | 135 |
| fill | 989 | 7310 |
[cells in the mapped netlist (all sizes together)]
cell type	number
inv	1
dfrtp	32
[worst min path at each step]
stage         start  endpoint  slack (ns)  cells past startpoint
CTS           reset     pc[2]        0.27                      3
global route  reset    pc[19]        0.29                      3
finish        reset    pc[14]        0.27                      3
[routing by layer]
layer	vias up	GRT usage (%)	part of all wire [%]
met2	52	5.31	39
li1	243	-	-
met5	-	0	0
met3	0	3.77	23
met4	0	0.334	0
met1	256	4.30	38
[cell families (layout without fill, tap and decap cells)]
family,Yosys count,in the layout,share of synthesized area (%)
buf+inv,1,75,0.466
flops,32,32,99.5
[power by group]
part / total (mW) / switching [mW] / internal, mW / leakage (nW)
registers: 1.37 / 0.0143 / 1.36 / 0.373
clock network: 0.986 / 0.425 / 0.560 / 0.0455
logic: 0.222 / 0.0609 / 0.161 / 0.270
No activity file was given, so power comes from the tool's default toggle rates.
